==> design/flow/design.v <==
module adder(input logic [31:0] a, b,
              output logic [31:0] y);
  assign y = a + b;
endmodule
==> design/flow/run.sh <==
#!/bin/bash
# OpenROAD 26Q1-2900-gdf79404cd8, Yosys 0.63+post, stock flow scripts
make -C /OpenROAD-flow-scripts/flow DESIGN_CONFIG=/design/flow/config.mk WORK_HOME=/design/flow/orfs finish
==> design/flow/config.mk <==
export PLATFORM = sky130hd
export DESIGN_NAME = adder
export DESIGN_NICKNAME = adder
export VERILOG_FILES = /design/flow/design.v
export SDC_FILE = /design/flow/constraint.sdc
export NUM_CORES = 4
export LEC_CHECK = 1
export CORE_AREA = 10 10 107 107
export DIE_AREA = 0 0 117 117
==> design/flow/constraint.sdc <==
current_design adder

set clk_period 18.1
set clk_io_pct 0.2

create_clock -name clk0 -period $clk_period

set non_clock_inputs [all_inputs -no_clocks]
set_input_delay [expr $clk_period * $clk_io_pct] -clock clk0 $non_clock_inputs
set_output_delay [expr $clk_period * $clk_io_pct] -clock clk0 [all_outputs]
==> changes_impl.md <==
### Implementation results

- Drt first pass iters: 6
- Number of max-cap violations: 0
- Flop Count: 0
- YS chip area: 0.001744 mm²
- Post-Route WL: 6398 µm
- Hold_buf cts: 0
- Unique cell types: 50
- Via count: 2120
- Relative slew slack: 61.56%
- First-pass GRT wire length: 10200 µm
- Total die area: 0.01369 mm²
- Pwr dens: 38.83 mW/mm²
- Mapped cell area: 0.001744 mm²
- Fin. Hold Viols: 0
- Fillers: 985
- CP required: 14.48 ns
- Hold/Removal Path Class: in2out
- Port Buffer Count: 96
- Row cnt: 35
- CP startpoint: a[0]
- Vias in the first global route: 2103
- Cells in synth_stat.txt: 241
- Arrival time worst endpoint: 6.61 ns
- Non-filler instance count after layout: 437
- Max VDD drop: 0.01518 mV
- DR iter-0 viols: 83
- Setup TNS: 0 ns
- # setup viols final: 0
- Startpoint of the worst hold path: b[0]
- Worst-margin pin slew: 0.5621 ns
- Critical path class: in2out
- Hpwl dp: 5601 µm
- Placed cell count: 437
- Seq share, synth: 0%
- Initial antenna violation count: 0
- RSZ-0062 raised after global routing: false
- Top cells by area: ha_1, a21oi_1, a21o_1, xor2_1, xnor2_1
- # diodes: 0
- Grt ovf: 0
- PostCTS Resize Cnt: 0
- Fmax achieved: 0.09772 GHz
- Log Warnings: 32
- Drt via density: 4.851
- Cycle use final: 56.54%
- Cells after Synth: 241
- Post-CTS Setup Inserts: 0
- Synth Warn #: 0
- Status: finished clean
- Crit path launch type: input pin
- Final Power: 108.7 µW
- WL/cell: 14.64 µm
- DRC: 0
- Core footprint: 0.009196 mm²
- Slew Viols, Final: 0
- Seq. cell area: 0 µm²
- Area Overhead vs Synth: 60.55%
- Comb. cell area: 0.001678 mm²
- Die y size: 117 µm
- Horiz. Die Dim: 117 µm
- Top Ports: 96
- Pin count of the biggest net entering global routing: 11
- Crit. End Element: output port
- Top cells by count, synth: ha_1, a21oi_1, a21o_1
- Post-DRT Antenna Nets: 0
- Fin crit period: 10.23 ns
- Dominant cell area share: 22.24%
- GRT Overall Usage: 8.953%
- Hold WS: 8.269 ns
- Mapped Avg Cell Area: 7.237 µm²
- CP max FO: 4
- Clkbuf count: 0
- Post-Route Utilization: 30.45%
- Yosys top cell by instances: ha_1
- Layout cells sized above 1: 3.067%
- Gpl congestion: 0.8280
- Largest area contributor in the netlist: ha_1
- Pre-placement core utilization: 18.97%
- LEAKAGE: 1.176 nW
## report_power, final
| part | internal (mW) | leakage, nW | total [mW] | switching (mW) |
|---|---|---|---|---|
| logic | 0.0645 | 1.18 | 0.109 | 0.0442 |
| registers | 0 | 0 | 0 | 0 |
| clock network | 0 | 0 | 0 | 0 |
| total | 0.0645 | 1.18 | 0.109 | 0.0442 |
## layer usage
| metal | track usage, % | wire length (µm) | vias to the layer above | part of all wire [%] |
|---|---|---|---|---|
| met5 | 0 | 0 | - | 0 |
| met2 | 15.07 | 2881 | 63 | 45 |
| li1 | - | - | 1092 | - |
| met1 | 11.44 | 2841 | 963 | 44 |
| met4 | 0.2471 | 14 | 0 | 0.22 |
| met3 | 3.044 | 661 | 2 | 10 |
## layout by cell type (no fill, tap or decap), types with 3 or more instances in the layout
master	n
a21oi_1	29
xnor2_1	13
inv_1	6
nor2_1	12
a31oi_1	3
o21ai_0	13
nand2_1	18
clkdlybuf4s50_1	96
o21bai_1	4
nand3_1	10
o211ai_1	3
a211oi_1	3
nand4_1	8
a21o_1	19
or2_2	3
nor3_1	4
ha_1	31
xor2_1	15
## stage by stage
stage	setup slack, ns	instance area, µm²
CTS	7.867	2800
global route	7.698	2800
detailed placement	7.872	2800
floorplan	9.035	1744
global placement	7.881	2800
finish	7.867	2800
## final cells by class
| type | instances | share of cell area [%] |
|---|---|---|
| timing repair buffer | 96 | 34.32 |
| tap | 111 | 4.960 |
| multi-input combinational | 224 | 59.92 |
| inverter | 6 | 0.8043 |
## worst paths after layout
path | slack (ns) | cells after the start | end
setup / recovery | 7.87 | 11 | y[26]
hold / removal | 8.27 | 3 | y[0]
## kinds of logic (layout without fill, tap and decap cells)
logic type	count (synthesis)	count (layout)	synth area share [%]
AND-OR/OR-AND	97	97	39.31
AND/OR/NAND/NOR	65	65	18.29
adder cells (fa/ha/maj)	32	32	23.39
XOR/XNOR	28	28	14.06
buffers and inverters	17	102	3.802
multiplexers	2	2	1.148
## critical path: stages
cell and delay (ns):
clkdlybuf4s50_1 0.41, ha_1 0.24, fa_1 0.40, a21o_1 0.22, a31o_2 0.28, nand3_1 0.09
o221ai_1 0.24, a311oi_1 0.36, o21bai_1 0.11, xor2_1 0.14, clkdlybuf4s50_1 0.50
No activity file was given, so power comes from the tool's default toggle rates.
